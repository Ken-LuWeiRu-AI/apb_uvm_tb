[/design/flow/run.sh]
#!/bin/bash
# OpenROAD 26Q1-2900-gdf79404cd8, Yosys 0.63+post, stock flow scripts
make -C /OpenROAD-flow-scripts/flow DESIGN_CONFIG=/design/flow/config.mk WORK_HOME=/design/flow/orfs finish
[/design/flow/config.mk]
export PLATFORM = sky130hd
export DESIGN_NAME = apb_slave
export DESIGN_NICKNAME = apb_slave
export VERILOG_FILES = /design/flow/design.v
export SDC_FILE = /design/flow/constraint.sdc
export NUM_CORES = 4
export LEC_CHECK = 1
export CORE_UTILIZATION = 40
export SYNTH_HDL_FRONTEND = slang
[/design/flow/constraint.sdc]
current_design apb_slave

set clk_period 4.7
set clk_io_pct 0.2

create_clock -name clk0 -period $clk_period [get_ports {PCLK}]

set non_clock_inputs [all_inputs -no_clocks]
set_input_delay [expr $clk_period * $clk_io_pct] -clock clk0 $non_clock_inputs
set_output_delay [expr $clk_period * $clk_io_pct] -clock clk0 [all_outputs]
[/design/flow/design.v]
module apb_slave #(
  parameter int unsigned N = 4    
) (
    input  logic        PCLK,      
    input  logic        PRESETn,   
    input  logic        PSEL,      
    input  logic        PENABLE,   
    input  logic        PWRITE,    
    input  logic [7:0]  PADDR,     
    input  logic [7:0]  PWDATA,    
    output logic [7:0]  PRDATA,    
    output logic        PREADY,    
    output logic        PSLVERR    
);
  logic [7:0] mem [0:7];   
  logic [7:0] addr_q;
  logic       write_q;   
  logic [7:0] wdata_q;
  int unsigned wait_cnt;
  wire setup_phase  = PSEL && !PENABLE;
  wire access_phase = PSEL &&  PENABLE;
  function automatic bit is_invalid_addr(input logic [7:0] a);
     return (a > 8'h07);  
  endfunction
  always_ff @(posedge PCLK or negedge PRESETn) begin
    if (!PRESETn) begin
      PREADY  <= 1'b0;
      PSLVERR <= 1'b0;
      PRDATA  <= 8'h00;
      addr_q  <= 8'h00;
      write_q <= 1'b0;
      wdata_q <= 8'h00;
      wait_cnt <= 0;
      for (int i = 0; i < 8; i++) begin
        mem[i] <= 8'h00;
      end
    end else begin
      PREADY  <= 1'b0;
      PSLVERR <= 1'b0;
      if (setup_phase) begin
        addr_q   <= PADDR;
        write_q  <= PWRITE;
        wdata_q  <= PWDATA;
        wait_cnt <= 0;       
      end
      if (access_phase) begin
        if (N <= 1) begin
          PREADY <= 1'b1;
          if (write_q) begin
            if (is_invalid_addr(addr_q)) begin
              PSLVERR <= 1'b1;
            end else begin
              mem[addr_q[2:0]] <= wdata_q;
            end
          end else begin
            PRDATA <= mem[addr_q[2:0]];
          end
        end else begin
          if (wait_cnt < (N-1)) begin
            wait_cnt <= wait_cnt + 1;
            PREADY   <= 1'b0;
          end else begin
            PREADY   <= 1'b1;
            if (write_q) begin
              if (is_invalid_addr(addr_q)) begin
                PSLVERR <= 1'b1;
              end else begin
                mem[addr_q[2:0]] <= wdata_q;
              end
            end else begin
              PRDATA <= mem[addr_q[2:0]];
            end
          end
        end
      end
    end
  end
endmodule
==> job_summary.md <==
## PnR job results

| Metric | Value |
|---|---|
| Status | `complete, no violations` |
| Final cell count without fillers | `566` |
| Initial drt markers | `117` |
| Seq cells post-synth | `roughly 120` |
| Hold Path Class | `reg2reg` |
| Cells after Synth | `between 300 and 400` |
| Worst R2R Setup Slack | `between 2 and 2.5 ns` |
| # rows | `slightly above 40` |
| Cells resized by post-CTS repair | `0` |
| Top cells by area | `dfrtp_1, mux2_2, mux4_2, o2111ai_4, and2_1` |
| First-pass GRT wire length | `approximately 16,000 um` |
| Max Buffers Root-to-Sink | `2` |
| PwrDens | `approximately 420 nW/um2` |
| Hold Vio Cnt, Final | `0` |
| Synth Area per Inst | `roughly 16 um2` |
| Critical path fanouts, max | `37` |
| Routed wire length | `around 9700 um` |
| Fmax | `between 300 and 400 MHz` |
| Area of the core | `about 13,000 um2` |
| Yosys top cell by area | `dfrtp_1` |
| H-tree levels | `4` |
| Area grow syn2layout | `21.1%` |
| Slew HR | `56.1%` |
| YS warnings | `0` |
| Post-Place Cells | `around 530` |
| Root Driver | `clkbuf_16` |
| Worst-skew pair later-pin latency | `slightly above 0.4 ns` |
| R2R Path Start | `wait_cnt[0]` |
| Pre-antenna DRT Iters | `4` |
| Crit path DAT | `approximately 2.9 ns` |
| IO Count | `31` |
| Critical path type | `in2reg` |
| Vias per cell | `around 5.2` |
| Fin. max-slew vios | `0` |
| Routability cong. | `0.749` |
| Die Height | `117 um` |
| Critical path startpoint | `PENABLE` |
| Die width | `117 um` |
| CP endpoint kind | `register` |
| Distinct cells, synth | `about 40` |
| EDFF count, synth | `0` |
| Final Cycle Share | `54.8%` |
| N_diodes | `0` |
| Initial core utilization | `a little over two fifths` |
| Antenna viol nets, final | `0` |
| Worst Hold Depth | `1` |
| Worst Setup Start Kind | `primary input` |
| Chip area | `approximately 14,000 um2` |
| Routed len/inst | `17.2 um` |
| Setup Buffers After CTS | `0` |
| Most frequent logic cells in the routed design | `dfrtp_1, mux2_2, clkdlybuf4s50_1` |
| Yosys cell count | `roughly 340` |
| Vias in the first global route | `about 3,000` |
| Cell leakage power | `between 3 and 4 nW` |
| Final setup fails | `0` |
| DRC Markers | `0` |
| Synth async-reset ratio | `~100%` |
| Commonest Layout Cell | `dfrtp_1` |
| Req. time, crit path | `about 5.0 ns` |
| Clk sinks | `123` |
| Clk slew on worst S/H paths | `around 0.050 ns` |
| IO Port Bufs | `30` |
| Final TNS setup | `0 ns` |
| Share of cells above drive strength 1 | `between 40% and 50%` |
| Post-synth seq share | `57.9%` |
| Clock period minus worst slack | `2.57 ns` |
| Worst-margin pin slew | `roughly 0.66 ns` |
| R2R cell count | `6` |
| Number of CTS-inserted buffers | `17` |
| Reg-to-Reg End | `PRDATA[0]` |
| Hold buffer count at CTS | `0` |
| Design Power | `~2.7 mW` |
| RSZ-0062 raised after global routing | `false` |
| Top-area cell share | `57.9%` |
| Worst Setup EP | `addr_q[5]` |
| GRT Resource Usage Total | `between 10% and 20%` |
| HPWL Detailed | `~6000 um` |
| Peak supply drop | `~0.00032 V` |
| Clk_skew | `0.0117 ns` |
| Largest net degree at the start of global routing | `roughly 53` |
| Gr ovfl total | `0` |
| DR vias | `2,966` |
| Max-cap violations | `0` |
| Top FF cell, synth | `dfrtp_1` |
| Synthesized area | `5310 um2` |
| Antenna violations before repair | `0` |
| Yosys Chip Area | `around 5300 um2` |
| CTS tree | `yes` |
| Tool warning count | `25` |
-- per-layer routing --
| layer | vias to the layer above | part of all wire [%] | global-route usage, % |
|---|---|---|---|
| met2 | 49 | 47 | 24.2 |
| met5 | - | 0 | 0 |
| met3 | 8 | 4.5 | 4.72 |
| met1 | 1549 | 48 | 26.0 |
| met4 | 0 | 1.1 | 2.03 |
| li1 | 1360 | - | - |
-- registers in the layout, indices dropped and copies added, names as in the netlist --
signal,flops
wdata_q,8
PRDATA,8
wait_cnt,32
PREADY,1
write_q,1
addr_q,8
PSLVERR,1
mem,64
-- critical path: stages --
cell and delay, ns:
clkdlybuf4s50_1 0.57, nand2b_1 0.54, buf_4 0.43, mux2_2 0.38
-- kinds of logic (layout without fill, tap and decap cells) --
logic type	Yosys count	in the layout	share of synthesized area, %
flip-flops	123	123	57.9
AND/OR/NAND/NOR	59	59	7.30
multiplexers	111	111	26.0
buffers and inverters	16	72	1.86
adder cells (fa/ha/maj)	1	1	0.235
AND-OR/OR-AND	28	28	6.66
-- area by class of cell --
class | instances | area (um2)
fillers | 1074 | 6340
flip-flops and latches | 123 | 3080
multi-input cells | 199 | 2140
clock buffers | 22 | 474
repair buffers | 38 | 358
well taps | 172 | 215
clock inverters | 10 | 163
inverters | 2 | 7.51
-- cell usage after synthesis (2+ instances only) --
| cell | instances |
|---|---|
| nand2_1 | 3 |
| nor4_1 | 7 |
| mux2_2 | 97 |
| o21a_1 | 3 |
| a221o_1 | 2 |
| buf_2 | 3 |
| buf_6 | 3 |
| a21oi_1 | 4 |
| dfrtp_1 | 123 |
| nor4bb_1 | 2 |
| o2111ai_4 | 8 |
| nand4_1 | 2 |
| a31oi_1 | 2 |
| clkbuf_1 | 5 |
| and2_1 | 26 |
| nor2_4 | 2 |
| nor2_1 | 5 |
| mux2i_1 | 2 |
| a22oi_1 | 2 |
| inv_1 | 2 |
| mux4_2 | 12 |
| nor3_1 | 2 |
| and4_1 | 2 |
| o211ai_1 | 2 |
| a211o_1 | 2 |
-- power breakdown --
group          internal, mW  total (mW)  switching (mW)
logic                0.0796       0.181           0.101
clock network         0.930        1.38           0.449
registers              1.09        1.13          0.0386
-- worst min path at each step --
stage                   startpoint            to
final                  wait_cnt[4]   wait_cnt[4]
after global routing   wait_cnt[8]   wait_cnt[8]
after CTS             wait_cnt[17]  wait_cnt[17]
-- per-stage QoR --
step	hold WS [ns]	cell area (um2)	setup WS [ns]	util (%)
5_1_grt	0.500	6430	1.99	50.4
2_1_floorplan	0.454	5310	2.66	-
6_report	0.483	6430	2.13	50.4
4_1_cts	0.489	6430	2.12	50.4
3_5_place_dp	0.472	5800	1.69	45.4
3_3_place_gp	0.469	5800	1.74	45.4
No activity file was given, so power comes from the tool's default toggle rates.
